$ cat flow/run.sh
#!/bin/bash
# OpenROAD 26Q1-2900-gdf79404cd8, Yosys 0.63+post, stock flow scripts
make -C /OpenROAD-flow-scripts/flow DESIGN_CONFIG=/design/flow/config.mk WORK_HOME=/design/flow/orfs finish
$ cat flow/config.mk
export PLATFORM = sky130hd
export DESIGN_NAME = two_bit_predictor
export DESIGN_NICKNAME = two_bit_predictor
export VERILOG_FILES = /design/flow/design.v
export SDC_FILE = /design/flow/constraint.sdc
export NUM_CORES = 4
export LEC_CHECK = 1
export CORE_UTILIZATION = 40
$ cat flow/constraint.sdc
current_design two_bit_predictor

set clk_period 9.1
set clk_io_pct 0.2

create_clock -name clk0 -period $clk_period [get_ports {clk}]

set non_clock_inputs [all_inputs -no_clocks]
set_input_delay [expr $clk_period * $clk_io_pct] -clock clk0 $non_clock_inputs
set_output_delay [expr $clk_period * $clk_io_pct] -clock clk0 [all_outputs]
$ cat flow/design.v
module two_bit_predictor(
    input  wire       clk, rst,
    input  wire [7:0] index,
    input  wire       actual_taken,
    input  wire       update,
    output wire       predict_taken
);
    reg [1:0] table[0:255];
    assign predict_taken = table[index][1];
    integer i;
    always @(posedge clk or posedge rst) begin
        if (rst) begin
            for (i=0;i<256;i=i+1) table[i] <= 2'b01;
        end else if (update) begin
            case (table[index])
                2'b00: table[index] <= actual_taken ? 2'b01 : 2'b00;
                2'b01: table[index] <= actual_taken ? 2'b10 : 2'b00;
                2'b10: table[index] <= actual_taken ? 2'b11 : 2'b01;
                2'b11: table[index] <= actual_taken ? 2'b11 : 2'b10;
            endcase
        end
    end
endmodule
==> results.json <==
{
  "ios": 13,
  "rows": 95,
  "cts_max_path_buffers": 3,
  "synth_area_per_cell_sq_um": 9.57,
  "warnings": 31,
  "clock_skew_ns": 0.0414,
  "grt_pass1_vias": 23100,
  "wirelength_um": 122000,
  "post-place-cells": 3577,
  "die_h_um": 263,
  "r2r-end": "table[164][1]",
  "grt_max_degree": 123,
  "cts.sinks": 512,
  "regMostFlops": "table",
  "finalCritPeriodShare_pct": 89.2,
  "post_drt_wl_per_cell_um": 33.0,
  "timing.critical_path.max_delay_family": "buffers and inverters",
  "r2r-start": "table[23][1]",
  "register_area_sq_um": 13100,
  "logic_area_sq_um": 12800,
  "num_vias": 23400,
  "yosys-top-cells-area": "dfstp_2 25%, dfrtp_1 23%, o31ai_2 11%",
  "holdPathEnd": "table[55][0]",
  "path_max_fanout": 26,
  "clk_pin_slew_worst_paths_ns": 0.06,
  "drc_errors": 0,
  "top_area_share_pct": 24.7,
  "hold_path.class": "reg2reg",
  "async_reset_ff_share_pct": 100,
  "die_w_um": 263,
  "cts_made_buffers": 55,
  "fill_cells": 6227,
  "hold_path.startpoint": "table[55][0]",
  "stdcell_count": 3682,
  "cp.buffers_inverters": 4,
  "crit_chain": "buf_2 > buf_4 > nor4bb_4 > buf_4 > a22oi_1 > a41oi_1 > nor3_1 > nand3_1 > nor4_1 > nand3b_1 > a21boi_0 > clkdlybuf4s50_1",
  "ant_nets": 0,
  "hold_buffers": 0,
  "reg2reg_slack_ns": 4.72,
  "dieArea_sq_um": 69200,
  "root_buffer": "clkbuf_16",
  "maxCapViolCount": 0,
  "vias_per_cell": 6.37,
  "rsz0062_at_grt": "no",
  "track_usage_pct": 36.9,
  "timing.critical_path.to_type": "output pin",
  "clock.fmax_mhz": 123,
  "syn_to_final_growth_pct": 10.1,
  "postCtsSetupRepairBufs": 0,
  "arrival_ns": 6.29,
  "timing.critical_path.slowest_cell_delay_ns": 0.91,
  "edf_count": 0,
  "worst_path_max_delay_cell": "nor4bb_4",
  "dr.pass1.iters": 6,
  "fin_util_pct": 44.6,
  "syn-cell-area_sq_um": 27300,
  "post_cts_resized": 0,
  "power.density_nw_per_um2": 179,
  "cp-start-kind": "primary input",
  "yosys.stat.seqShare_pct": 48.1,
  "grt_pass1_wl_um": 175000,
  "io_buffer_count": 12,
  "grt-ovfl-total": 0,
  "ys_cells": 2849,
  "fp_util_pct": 40.5,
  "whs_path_depth": 2,
  "hpwl_um": 83200,
  "finalWeightedCongestion": 1.07,
  "synth_cell_types": 81,
  "ff2ff_path_depth": 9,
  "reg_top3": "table (512)",
  "fin_crit_ns": 8.11,
  "h-tree-depth": 2,
  "status": "complete, no violations",
  "irDropWorstVdd_mv": 0.137,
  "worst_pin_slew_ns": 1.00,
  "cts_tree": "yes",
  "top_area_cell": "dfstp_2",
  "cpMostUsedCell": "buf_4",
  "antenna_found_initial": 7,
  "crit_type": "in2out",
  "core_sq_um": 67300,
  "yosys_warnings": 2,
  "whs_ns": 0.463,
  "leakagePower_uw": 0.0108,
  "ff_type": "dfstp_2",
  "drive_above_1_share_pct": 26.9,
  "slew_headroom_pct": 33.0,
  "critical_path.startpoint": "index[7]",
  "critPathRequiredTime_ns": 7.28,
  "insertion_delay_ns": 0.65,
  "setup_viol": 0,
  "drtIter0Drc": 2426,
  "syn-instance-count": 2849,
  "hold_viol_final": 0,
  "largest_reg_flops": 512,
  "ys_chip_area_sq_um": 27300,
  "tns_ns": 0,
  "final_max_slew_viol_count": 0,
  "ys_ff": 512
}
## cells in the mapped netlist (13+ instances only)
| library cell | instances |
|---|---|
| nand2_1 | 819 |
| and2_1 | 29 |
| o21ai_0 | 23 |
| nor2_1 | 33 |
| o31ai_2 | 250 |
| dfrtp_1 | 256 |
| nand4_1 | 30 |
| buf_2 | 72 |
| a22oi_1 | 140 |
| nor4bb_1 | 13 |
| nand3_1 | 131 |
| o22ai_1 | 37 |
| clkbuf_1 | 101 |
| buf_6 | 58 |
| a21oi_1 | 32 |
| o21ai_1 | 259 |
| o211ai_1 | 15 |
| nor2b_1 | 17 |
| nor4_1 | 16 |
| dfstp_2 | 256 |
| buf_1 | 22 |
## logic make-up after synthesis
family | after synthesis | synth area share, %
AOI/OAI and AO/OA | 868 | 25.9
xor gates and xnor gates | 5 | 0.161
adders and majority gates | 1 | 0.0504
buffers and inverters | 273 | 5.85
DFF | 512 | 48.1
muxes | 11 | 0.417
and+or+nand+nor | 1179 | 19.5
## area by class of cell
class | count | share of cell area, %
Clock inverter | 23 | 1.04
Clock buffer | 81 | 5.35
Sequential cell | 512 | 43.8
Inverter | 8 | 0.113
Multi-Input combinational cell | 2064 | 42.7
Timing Repair Buffer | 120 | 3.43
Antenna cell | 1 | 0.00834
Tap cell | 873 | 3.64
## worst max path at each step
stage,cells past startpoint,to
finish,12,predict_taken
global route,12,predict_taken
CTS,12,predict_taken
## layer usage
metal	global-route usage [%]	part of all wire [%]	vias up
li1	-	-	10200
met4	17.5	6.2	12
met1	52.1	40	11700
met5	0	0.063	-
met2	51.5	43	1252
met3	14.0	11	320
## where the power goes
group	internal [uW]	total (uW)	switching, uW
Sequential	2390	2440	53.8
Combinational	108	541	433
Clock	1400	2390	992
## worst reg2reg max path, stage by stage, from the launching register on
cell      delay [ns]
dfrtp_1         0.45
a22oi_1         0.78
o211ai_1        0.20
nor3_1          0.21
nor4b_1         0.57
and4_1          0.34
nand3b_1        0.16
a21oi_4         0.80
buf_12          0.49
o31ai_1         0.22
## placed cells by master (no fill, tap or decap), types with 14 or more instances in the layout
| cell | Yosys | final |
|---|---|---|
| nand2_1 | 819 | 819 |
| o21ai_1 | 259 | 259 |
| dfstp_2 | 256 | 256 |
| dfrtp_1 | 256 | 256 |
| o31ai_2 | 250 | 250 |
| a22oi_1 | 140 | 140 |
| nand3_1 | 131 | 131 |
| buf_4 | 12 | 97 |
| clkbuf_16 | 0 | 56 |
| o22ai_1 | 37 | 37 |
| nor2_1 | 33 | 33 |
| a21oi_1 | 32 | 32 |
| nand4_1 | 30 | 30 |
| and2_1 | 29 | 29 |
| o21ai_0 | 23 | 23 |
| nor2b_1 | 17 | 17 |
| o211ai_1 | 15 | 15 |
| nor4_1 | 16 | 14 |
| clkbuf_1 | 101 | 14 |
## metrics by stage
stage                     instance area, sq um  total power [uW]  setup WS, ns
after floorplan                          27300              2810         0.537
after global placement                   28100              3000          1.02
after detailed placement                 28100              3010          1.11
after CTS                                30000              5390          1.10
after global routing                     30000              5510         0.966
final                                    30000              5370         0.986
No activity file was given, so power comes from the tool's default toggle rates.
