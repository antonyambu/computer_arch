File: /design/flow/config.mk
export PLATFORM = sky130hd
export DESIGN_NAME = mux3
export DESIGN_NICKNAME = mux3
export VERILOG_FILES = /design/flow/design.v
export SDC_FILE = /design/flow/constraint.sdc
export NUM_CORES = 4
export LEC_CHECK = 1
export CORE_AREA = 10 10 71 71
export DIE_AREA = 0 0 81 81
File: /design/flow/constraint.sdc
current_design mux3

set clk_period 5.2
set clk_io_pct 0.2

create_clock -name clk0 -period $clk_period

set non_clock_inputs [all_inputs -no_clocks]
set_input_delay [expr $clk_period * $clk_io_pct] -clock clk0 $non_clock_inputs
set_output_delay [expr $clk_period * $clk_io_pct] -clock clk0 [all_outputs]
File: /design/flow/design.v
module pc_reg(
    input  wire        clk,
    input  wire        rst,
    input  wire [31:0] pc_next,
    output reg  [31:0] pc
);
    always @(posedge clk or posedge rst) begin
        if (rst) pc <= 32'b0;
        else     pc <= pc_next;
    end
endmodule
module signext(input wire [15:0] a, output wire [31:0] y);
    assign y = {{16{a[15]}}, a};
endmodule
module sl2(input wire [31:0] a, output wire [31:0] y);
    assign y = {a[29:0], 2'b00};
endmodule
module mux2 #(parameter W=32) (
    input  wire [W-1:0] d0, d1,
    input  wire         s,
    output wire [W-1:0] y
);
    assign y = s ? d1 : d0;
endmodule
module mux3 #(parameter W=32) (
    input  wire [W-1:0] d0, d1, d2,
    input  wire [1:0]   s,
    output reg  [W-1:0] y
);
    always @* begin
        case (s)
            2'b00: y = d0;
            2'b01: y = d1;
            2'b10: y = d2;
            default: y = d0;
        endcase
    end
endmodule
File: /design/flow/run.sh
#!/bin/bash
# OpenROAD 26Q1-2900-gdf79404cd8, Yosys 0.63+post, stock flow scripts
make -C /OpenROAD-flow-scripts/flow DESIGN_CONFIG=/design/flow/config.mk WORK_HOME=/design/flow/orfs finish
==> run notes <==
The slew check shows that the tightest pin keeps a relative margin of 58.24%. Pins over their slew limit in the final report were tallied at 0. Total power normalized to cell area comes to 94.44 nW/µm². Setup repair after global routing left no endpoint under its margin. The run gives 5.636 µm² for the mean cell area of the mapped netlist. The cell count after synthesis is 113. Per the power-grid run, VDD falls by no more than 53.73 µV.

The number of buffer cells added on primary ports is 130, and the HPWL after detailed placement is 3784 µm. For the leakage dissipation, the log shows 0.7098 nW. The core region is 3633 µm². The run gives 1,263 as the number of global-route vias before repair.

The run gives 1,293 for the total via count in the routed design. For this run, design rule violations remaining after detail routing come to 0. The initial utilization of the core area, before any placement, comes to 17.53%. Per the detail_route report, routed wire per instance is 15.95 µm. For the number of top-level design ports, the log shows 130. The synthesis run shows the most used standard cells to be sky130_fd_sc_hd__a22oi_1, sky130_fd_sc_hd__nand2_1, sky130_fd_sc_hd__o21ai_1. Post-synthesis, Yosys gives the total cell area as 636.9 µm². Antenna repair during routing inserted a diode count of 0.

Summed over all layers, the global routing overflow is 0. The tools report the final count of hold timing violations as 0. Number of antenna violations at the first check in global routing: 0.

The weighted congestion at the end of routability-driven global placement was 0.7941; the sequential cell count of the final layout was 0. The violation tally recorded at the end of detailed-routing iteration 0 is 43. For the multi-input gate area in the final layout, the log shows 548.0 µm². Summed over its instances, the top area cell type makes up 37.72% of the synthesized netlist area. The tools report the endpoint type of the worst setup path as a primary output. The floorplan step set the die height to 81 µm.

For the filler cell count in the final layout, the log shows 354. The worst path in the final design needs a cycle of 4150 ps, including I/O delays and setup. Kind of start point of the critical path: a primary input. After layout, the clock buffer instance count stands at 0.

The first global-routing pass estimated 6610 µm of wire. Per STA, the worst path accumulates the most delay in the family buffers and inverters. The run gives 626.4 ps for the transition time at the pin with the least slew margin.

The worst hold path was traced through 4 stages. The critical path goes through clkdlybuf4s50_1 > inv_1 > ha_2 > buf_12 > nand2_1 > o21ai_1 > clkdlybuf4s50_1. The sum of buffers and inverters on the critical path works out to 4. The critical path's largest stage delay was 620 ps; the critical path required time was 4160 ps. The area overhead of the layout relative to synthesis was 205.3%. The launch instance of the worst min-delay path is d0[13].

The logs give 1 for the count of warnings emitted by yosys and 12.39% for the overall global routing resource usage. The number of warnings reported in the stage logs is 33. Per the final layout report, the fraction of cells sized above drive strength 1 comes to 1.293%. In this run the cell area of the synthesized design comes to 636.9 µm².

The worst hold-check path type was primary input to primary output. The run gives 22 as the number of standard-cell rows in the floorplan. The run gives 79.81% for the fraction of the cycle the final worst path needs. The share of the Yosys chip area taken by registers is 0%. The overall die size recorded for this design is 6561 µm². The routed design shows a via density per instance of 4.618. Cell occurring most often along the worst timing path: sky130_fd_sc_hd__clkdlybuf4s50_1. The floorplan die width is 81 µm, and the upper clock frequency limit is 241.0 MHz.

Per the post-route antenna check, the number of violating nets is 0. The layout report lists the combined flip-flop and latch area as 0 µm². Entering global routing, the biggest net connects 37 pins. Data on the critical path arrives at its endpoint at 3110 ps. The cell type that accounts for the most area after synthesis is sky130_fd_sc_hd__a22oi_1. The number of iterations in the first detailed-routing pass was 4; the total setup violations reported at the end of the flow was 0. Including well taps, the total number of placed cells is 280.

The final layout reports a setup TNS of 0 ps. The run reported a max-capacitance violation count of 0. Along the worst path, the maximum fanout reaches 36. For this design, the CTS-stage hold fixing added 0 buffers.

In the setup report, the worst path falls into the class primary input to primary output. The worst hold path endpoint is y[13]. The main area contributors are sky130_fd_sc_hd__a22oi_1, sky130_fd_sc_hd__o21ai_1, sky130_fd_sc_hd__nand2_1. The yosys cell count came out at 113.

The run gives 8 as the number of unique standard cell types used by synthesis. Wires add up to 4466 µm. The run finished with clean final reports.

The tools report the count of instances resized after the clock tree is built as 0. Leaving out filler cells and counting taps, the final layout contains 280. In this run the post-CTS setup repair buffer count came out at 0.

The standard cell with the maximum stage delay on the critical path was sky130_fd_sc_hd__ha_2.
==> final cells by class <==
| type | instances | area share, % |
|---|---|---|
| multi-input combinational | 98 | 28.19 |
| timing repair buffer | 132 | 68.34 |
| inverter | 2 | 0.3861 |
| tap | 48 | 3.089 |
==> worst max-delay path by stage <==
stage     from    end  slack, ps  cells after the start
4_1_cts   s[1]  y[29]       1000                      7
5_1_grt   s[1]  y[29]        880                      7
6_report  s[0]  y[21]       1050                      7
==> routing by layer <==
| metal | global-route usage [%] | part of all wire [%] |
|---|---|---|
| met5 | 0 | 0 |
| met4 | 0.6920 | 0.47 |
| met3 | 4.788 | 13 |
| met2 | 21.74 | 49 |
| met1 | 14.65 | 38 |
==> worst min-delay path, stage by stage <==
cell and delay [ps]:
sky130_fd_sc_hd__clkdlybuf4s50_1 390, sky130_fd_sc_hd__nand2_1 60, sky130_fd_sc_hd__o21ai_1 50, sky130_fd_sc_hd__clkdlybuf4s50_1 400
==> per-stage QoR <==
stage | worst slack [ps] | utilization, % | cell area, µm² | total power, mW | hold WS (ps)
3_5_place_dp | 1010 | 53.51 | 1944 | 0.1860 | 2989
2_1_floorplan | 2418 | - | 636.9 | 0.04854 | 2136
4_1_cts | 997.0 | 53.51 | 1944 | 0.1871 | 2989
6_report | 1050 | 53.51 | 1944 | 0.1836 | 2980
3_3_place_gp | 1055 | 53.51 | 1944 | 0.1849 | 2996
5_1_grt | 882.9 | 53.51 | 1944 | 0.2008 | 3018
==> layout by cell type, fill, tap and decap left out <==
cell,synthesis,routed
sky130_fd_sc_hd__buf_4,0,1
sky130_fd_sc_hd__inv_1,2,2
sky130_fd_sc_hd__ha_1,2,1
sky130_fd_sc_hd__a22oi_1,32,32
sky130_fd_sc_hd__o21ai_1,30,30
sky130_fd_sc_hd__clkdlybuf4s50_1,0,130
sky130_fd_sc_hd__ha_2,0,1
sky130_fd_sc_hd__o21ai_0,2,2
sky130_fd_sc_hd__nand2_1,32,32
sky130_fd_sc_hd__buf_12,0,1
==> logic make-up (layout without fill, tap and decap cells) <==
family | after synthesis | in the layout | synth area share, %
AOI/OAI and AO/OA | 64 | 64 | 62.87
adders and majority gates | 2 | 2 | 3.929
buffers and inverters | 15 | 134 | 14.34
and+or+nand+nor | 32 | 32 | 18.86
==> where the power goes <==
part           switching (mW)  total, mW  leakage (nW)  internal, mW
combinational          0.0523      0.184         0.710         0.131
sequential                  0          0             0             0
clock                       0          0             0             0
total                  0.0523      0.184         0.710         0.131
Power figures rest on the tool's default switching activity, not on a simulated workload.
